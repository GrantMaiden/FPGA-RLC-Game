==> /design/flow/design.v <==
module mux5bit_e1 (in, x_out, y_out);
	input logic [5:0] in;
	output int x_out, y_out;
	int x_shift;
	int y_shift;
	int e2_y;
	assign x_shift = 60;
	assign y_shift = 140;
	assign e2_y = 0;
	always_comb begin
		if(in == 0)
			begin
				x_out = 545;
				y_out = 325;
			end
		else if(in == 1)
			begin
				x_out = 545 - 1 * x_shift;
				y_out = 325 - 0 * y_shift - e2_y;
			end
		else if(in == 2)
			begin
				x_out = 545 - 2 * x_shift;
				y_out = 325 - 0 * y_shift - e2_y;
			end
		else if(in == 3)
			begin
				x_out = 545 - 3 * x_shift;
				y_out = 325 - 0 * y_shift - e2_y;
			end
		else if(in == 4)
			begin
				x_out = 545 - 4 * x_shift;
				y_out = 325 - 0 * y_shift - e2_y;
			end
		else if(in == 5)
			begin
				x_out = 545 - 5 * x_shift;
				y_out = 325 - 0 * y_shift - e2_y;
			end
		else if(in == 6)
			begin
				x_out = 545 - 6 * x_shift;
				y_out = 325 - 0 * y_shift - e2_y;
			end
		else if(in == 7)
			begin
				x_out = 545 - 7 * x_shift;
				y_out = 325 - 0 * y_shift - e2_y;
			end
		else if(in == 8)
			begin
				x_out = 545 - 8 * x_shift;
				y_out = 325 - 0 * y_shift - e2_y;
			end
		else if(in == 9)
			begin
				x_out = 545 - 8 * x_shift;
				y_out = 325 - 1 * y_shift - e2_y;
			end
		else if(in == 10)
			begin
				x_out = 545 - 7 * x_shift;
				y_out = 325 - 1 * y_shift - e2_y;
			end
		else if(in == 11)
			begin
				x_out = 545 - 6 * x_shift;
				y_out = 325 - 1 * y_shift - e2_y;
			end
		else if(in == 12)
			begin
				x_out = 545 - 5 * x_shift;
				y_out = 325 - 1 * y_shift - e2_y;
			end
		else if(in == 13)
			begin
				x_out = 545 - 4 * x_shift;
				y_out = 325 - 1 * y_shift - e2_y;
			end
		else if(in == 14)
			begin
				x_out = 545 - 3 * x_shift;
				y_out = 325 - 1 * y_shift - e2_y;
			end
		else if(in == 15)
			begin
				x_out = 545 - 2 * x_shift;
				y_out = 325 - 1 * y_shift - e2_y;
			end
		else if(in == 16)
			begin
				x_out = 545 - 1 * x_shift;
				y_out = 325 - 1 * y_shift - e2_y;
			end
		else if(in == 17)
			begin
				x_out = 545 - 0 * x_shift;
				y_out = 325 - 1 * y_shift - e2_y;
			end
		else if(in == 18)
			begin
				x_out = 545 - 0 * x_shift;
				y_out = 325 - 2 * y_shift - e2_y;
			end
		else if(in == 19)
			begin
				x_out = 545 - 1 * x_shift;
				y_out = 325 - 2 * y_shift - e2_y;
			end
		else if(in == 20)
			begin
				x_out = 545 - 2 * x_shift;
				y_out = 325 - 2 * y_shift - e2_y;
			end
		else if(in == 21)
			begin
				x_out = 545 - 3 * x_shift;
				y_out = 325 - 2 * y_shift - e2_y;
			end
		else if(in == 22)
			begin
				x_out = 545 - 4 * x_shift;
				y_out = 325 - 2 * y_shift - e2_y;
			end
		else if(in == 23)
			begin
				x_out = 545 - 5 * x_shift;
				y_out = 325 - 2 * y_shift - e2_y;
			end
		else if(in == 24)
			begin
				x_out = 545 - 6 * x_shift;
				y_out = 325 - 2 * y_shift - e2_y;
			end
		else if(in == 25)
			begin
				x_out = 545 - 7 * x_shift;
				y_out = 325 - 2 * y_shift - e2_y;
			end
		else if(in == 26)
			begin
				x_out = 545 - 8 * x_shift;
				y_out = 325 - 2 * y_shift - e2_y;
			end
		else if(in == 27)
			begin
				x_out = 550 - 8 * x_shift;
				y_out = 362 - 2 * y_shift;
			end
		else if(in == 28)
			begin
				x_out = 20;
				y_out = 362 - 2 * y_shift;
			end
		else if(in == 29)
			begin
				x_out = 20;
				y_out = 425;
			end
		else if(in == 30)
			begin
				x_out = 550;
				y_out = 425;
			end
		else if(in == 31)
			begin
				x_out = 550 - 8 * x_shift;
				y_out = 5;
			end
		else
			begin
				x_out = 15;
				y_out = 20;
			end
	end
endmodule
module mux5bit_e2 (in, x_out, y_out);
	input logic [5:0] in;
	output int x_out, y_out;
	int x_shift;
	int y_shift;
	int e2_y;
	assign x_shift = 60;
	assign y_shift = 140;
	assign e2_y = -75;
	always_comb begin
		if(in == 5'b00000)
			begin
				x_out = 545;
				y_out = 400;
			end
		else if(in == 1)
			begin
				x_out = 545 - 1 * x_shift;
				y_out = 325 - 0 * y_shift - e2_y;
			end
		else if(in == 2)
			begin
				x_out = 545 - 2 * x_shift;
				y_out = 325 - 0 * y_shift - e2_y;
			end
		else if(in == 3)
			begin
				x_out = 545 - 3 * x_shift;
				y_out = 325 - 0 * y_shift - e2_y;
			end
		else if(in == 4)
			begin
				x_out = 545 - 4 * x_shift;
				y_out = 325 - 0 * y_shift - e2_y;
			end
		else if(in == 5)
			begin
				x_out = 545 - 5 * x_shift;
				y_out = 325 - 0 * y_shift - e2_y;
			end
		else if(in == 6)
			begin
				x_out = 545 - 6 * x_shift;
				y_out = 325 - 0 * y_shift - e2_y;
			end
		else if(in == 7)
			begin
				x_out = 545 - 7 * x_shift;
				y_out = 325 - 0 * y_shift - e2_y;
			end
		else if(in == 8)
			begin
				x_out = 545 - 8 * x_shift;
				y_out = 325 - 0 * y_shift - e2_y;
			end
		else if(in == 9)
			begin
				x_out = 545 - 8 * x_shift;
				y_out = 325 - 1 * y_shift - e2_y;
			end
		else if(in == 10)
			begin
				x_out = 545 - 7 * x_shift;
				y_out = 325 - 1 * y_shift - e2_y;
			end
		else if(in == 11)
			begin
				x_out = 545 - 6 * x_shift;
				y_out = 325 - 1 * y_shift - e2_y;
			end
		else if(in == 12)
			begin
				x_out = 545 - 5 * x_shift;
				y_out = 325 - 1 * y_shift - e2_y;
			end
		else if(in == 13)
			begin
				x_out = 545 - 4 * x_shift;
				y_out = 325 - 1 * y_shift - e2_y;
			end
		else if(in == 14)
			begin
				x_out = 545 - 3 * x_shift;
				y_out = 325 - 1 * y_shift - e2_y;
			end
		else if(in == 15)
			begin
				x_out = 545 - 2 * x_shift;
				y_out = 325 - 1 * y_shift - e2_y;
			end
		else if(in == 16)
			begin
				x_out = 545 - 1 * x_shift;
				y_out = 325 - 1 * y_shift - e2_y;
			end
		else if(in == 17)
			begin
				x_out = 545 - 0 * x_shift;
				y_out = 325 - 1 * y_shift - e2_y;
			end
		else if(in == 18)
			begin
				x_out = 545 - 0 * x_shift;
				y_out = 325 - 2 * y_shift - e2_y;
			end
		else if(in == 19)
			begin
				x_out = 545 - 1 * x_shift;
				y_out = 325 - 2 * y_shift - e2_y;
			end
		else if(in == 20)
			begin
				x_out = 545 - 2 * x_shift;
				y_out = 325 - 2 * y_shift - e2_y;
			end
		else if(in == 21)
			begin
				x_out = 545 - 3 * x_shift;
				y_out = 325 - 2 * y_shift - e2_y;
			end
		else if(in == 22)
			begin
				x_out = 545 - 4 * x_shift;
				y_out = 325 - 2 * y_shift - e2_y;
			end
		else if(in == 23)
			begin
				x_out = 545 - 5 * x_shift;
				y_out = 325 - 2 * y_shift - e2_y;
			end
		else if(in == 24)
			begin
				x_out = 545 - 6 * x_shift;
				y_out = 325 - 2 * y_shift - e2_y;
			end
		else if(in == 25)
			begin
				x_out = 545 - 7 * x_shift;
				y_out = 325 - 2 * y_shift - e2_y;
			end
		else if(in == 26)
			begin
				x_out = 545 - 8 * x_shift;
				y_out = 325 - 2 * y_shift - e2_y;
			end
		else if(in == 27)
			begin
				x_out = 550 - 8 * x_shift;
				y_out = 362 - 2 * y_shift;
			end
		else if(in == 28)
			begin
				x_out = 20;
				y_out = 362 - 2 * y_shift;
			end
		else if(in == 29)
			begin
				x_out = 20;
				y_out = 425;
			end
		else if(in == 30)
			begin
				x_out = 550;
				y_out = 425;
			end
		else if(in == 31)
			begin
				x_out = 550 - 8 * x_shift;
				y_out = 5;
			end
		else
			begin
				x_out = 15;
				y_out = 20;
			end
	end
endmodule
==> /design/flow/run.sh <==
#!/bin/bash
# OpenROAD 26Q1-2900-gdf79404cd8, Yosys 0.63+post, stock flow scripts
make -C /OpenROAD-flow-scripts/flow DESIGN_CONFIG=/design/flow/config.mk WORK_HOME=/design/flow/orfs finish
==> /design/flow/config.mk <==
export PLATFORM = sky130hd
export DESIGN_NAME = mux5bit_e1
export DESIGN_NICKNAME = mux5bit_e1
export VERILOG_FILES = /design/flow/design.v
export SDC_FILE = /design/flow/constraint.sdc
export NUM_CORES = 4
export LEC_CHECK = 1
export CORE_AREA = 10 10 82 82
export DIE_AREA = 0 0 92 92
==> /design/flow/constraint.sdc <==
current_design mux5bit_e1

set clk_period 3.5
set clk_io_pct 0.2

create_clock -name clk0 -period $clk_period

set non_clock_inputs [all_inputs -no_clocks]
set_input_delay [expr $clk_period * $clk_io_pct] -clock clk0 $non_clock_inputs
set_output_delay [expr $clk_period * $clk_io_pct] -clock clk0 [all_outputs]
==> impl_metrics.csv <==
group,metric,value,unit
drt,ant_nets,0,
timing,max_freq,298.1,MHz
drt,drt-initial-drc-count,89,
setup_path,worst-endpoint-arrival,2650,ps
timing,finalHoldViolations,0,
power_and_ir_drop,irDropWorstVdd,0.00002123,V
cells_and_area,seqCellArea,0,um^2
placed_design,dpl_cell_area,1139,um^2
drt,totalWireLength,2689,um
synth,ys_seq_share,0,%
floorplanning,core,5075,um^2
floorplanning,rows,26,
clock_tree,cts_hold_buffers,0,
setup_path,crit_start,"in[2]",
placed_design,dp.cells,237,
floorplanning,die_area,8464,um^2
placed_design,port_buffers,25,
placed_design,hpwlAfterDp,2285,um
clock_tree,ctsResizeCount,0,
synth,synth_cells,144,
min_path,min_path_cells,4,
setup_path,worstSetupPathType,"in2out",
setup_path,critPathRequiredTime,2800,ps
synth,ys_cells,144,
drt,dr_wl_met2,1170,um
setup_path,cp-end-kind,"output pin",
synth,ys_area,959.7,um^2
floorplanning,die_height,92,um
drt,wl_per_cell,11.35,um
global_route,grt_pass1_wl,4264,um
cells_and_area,finalNonFillerCells,237,
drt,met3WireLength,156,um
global_route,gr-total-overflow,0,
clock_tree,postCtsSetupRepairBufs,0,
min_path,min_to,"x_out[7]",
floorplanning,fp.dieW,92,um
flow_run,warning_count,32,
synth,ys_warn_count,1,
timing,rsz0062_at_grt,"no",
synth,yosys-top-cells-area,"buf_4, a21oi_1, o21ai_0",
synth,synth.largest_area_cell,"buf_4",
cells_and_area,drive_above_1_share,13.77,%
timing,fin_crit_sh,95.84,%
global_route,antenna_found_initial,0,
timing,setup_violations,0,
cells_and_area,synthToLayoutAreaGrowth,18.64,%
synth,synth.avg_cell_area,6.664,um^2
outcome,outcome,"complete, no violations",
global_route,grt_pass1_vias,918,
min_path,min_from,"in[4]",
placed_design,gp_congestion,0.8665,
drt,num_vias,885,
synth,synth_cell_types,39,
drt,wl_met1,1363,um
min_path,hp-class,"in2out",
synth,most_common_cell,"buf_4",
drt,viasPerCell,3.734,
drt,dr.pass1.iters,4,
global_route,globalRouteTotalUtil,5.669,%
cells_and_area,nClkBuffers,0,
drt,routed.top_layer,"met3",
synth,syn_area,959.7,um^2
global_route,grt_start_max_net_pins,23,
timing,drv_slew,0,
drt,antenna_cells,0,
synth,ys_top_cells_by_count,"buf_4, a21oi_1, nor2_1, o21ai_0, nand2_1",
power_and_ir_drop,powerDensity,104.6,nW/um^2
synth,yosysTopAreaCellShare,38.33,%
floorplanning,ios,70,
floorplanning,floorplanUtilization,18.91,%
drt,drc,0,
cells_and_area,final_area,1139,um^2
setup_path,worst_setup_path_start_kind,"input port",
flow_run,max_cap_violations,0,
power_and_ir_drop,leakage,0.4752,nW
timing,setup-tns-final,0,ps
cells_and_area,flops,0,
setup_path,cp_max_fo,5,
timing,period_minus_slack,3354,ps
==> through the flow <==
| step | utilization (%) | setup slack, ps | power, mW | hold WS, ps |
|---|---|---|---|---|
| after floorplan | - | 1231 | 0.1002 | 1558 |
| after global placement | 22.44 | 136.6 | 0.1217 | 2582 |
| after detailed placement | 22.44 | 142.9 | 0.1214 | 2589 |
| after CTS | 22.44 | 133.1 | 0.1219 | 2591 |
| after global routing | 22.44 | 47.21 | 0.1350 | 2652 |
| final | 22.44 | 145.5 | 0.1191 | 2582 |
==> logic make-up after synthesis <==
group / after synthesis / share of synthesized area, %
buf+inv: 62 / 46.41
mux: 2 / 2.216
xor+xnor: 3 / 2.738
simple gates: 34 / 18.90
compound gates: 42 / 29.34
other cells: 1 / 0.3908
==> layout make-up <==
class / count / area, um^2
Inverter: 3 / 11.26
Timing Repair Buffer: 38 / 360.3
Fill cell: 589 / 3936
Tap cell: 70 / 87.58
Multi-Input combinational cell: 126 / 679.4
==> worst max-delay path, cell delays in order <==
cell	delay [ps]
clkdlybuf4s50_1	520
buf_4	210
or3_1	400
a21oi_1	200
a21oi_1	60
nor2_1	90
clkdlybuf4s50_1	460
==> per-layer routing <==
metal  GRT usage [%]  vias to the layer above
li1                -                      447
met1           8.248                      397
met5               0                        -
met2           8.941                       41
met3           1.153                        0
met4               0                        0
==> report_power, final <==
part           internal (mW)  total [mW]  switching (mW)
Combinational         0.0646       0.119          0.0545
Clock                      0           0               0
Sequential                 0           0               0
==> layout by cell type (no fill, tap or decap), types with 2 or more instances in the layout <==
cell type        count
a211oi_2             2
a21oi_1             15
a31oi_1              2
buf_4               12
clkdlybuf4s50_1     25
conb_1              45
nand2_1              6
nand2b_1             2
nand3_1              2
nor2_1              10
nor2b_1              2
nor3_1               5
o21ai_0              8
o21ai_1              3
o32ai_1              2
or2_4                2
or3_1                2
xnor2_1              2
==> worst max path at each step <==
stage	endpoint	slack, ps	cells past startpoint
after global routing	y_out[8]	50	7
after CTS	y_out[8]	130	7
final	y_out[8]	150	7
No activity file was given, so power comes from the tool's default toggle rates.
